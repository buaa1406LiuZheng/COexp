**design/flow/config.mk**
```make
export PLATFORM = sky130hd
export DESIGN_NAME = RegFile
export DESIGN_NICKNAME = RegFile
export VERILOG_FILES = /design/flow/design.v
export SDC_FILE = /design/flow/constraint.sdc
export NUM_CORES = 4
export LEC_CHECK = 1
export CORE_UTILIZATION = 50
```
**design/flow/constraint.sdc**
```tcl
current_design RegFile

set clk_period 19.7
set clk_io_pct 0.2

create_clock -name clk0 -period $clk_period [get_ports {Clk}]

set non_clock_inputs [all_inputs -no_clocks]
set_input_delay [expr $clk_period * $clk_io_pct] -clock clk0 $non_clock_inputs
set_output_delay [expr $clk_period * $clk_io_pct] -clock clk0 [all_outputs]
```
**design/flow/design.v**
```verilog
`timescale 1ns / 1ps
module RegFile(
    input Clk,
    input Rst,
    input [4:0] A1,
    input [4:0] A2,
    input [4:0] A3,
    input [31:0] WD,
    input We,
    output [31:0] RD1,
    output [31:0] RD2
    );
	reg [31:0] GPR[1:31];
	integer i;
	always@(posedge Clk or posedge Rst)
		begin
			if(Rst)
				for(i=1;i<32;i=i+1)
					GPR[i]<=32'b0;
			else if(We&&A3!=5'b0)
				begin
					GPR[A3]<=WD;
				end
		end
	assign RD1=(A1==5'b0)?32'b0:
			   (We===1&&A1===A3)?WD:GPR[A1];
	assign RD2=(A2==5'b0)?32'b0:
			   (We===1&&A2===A3)?WD:GPR[A2];
endmodule
```
**design/flow/run.sh**
```bash
#!/bin/bash
# OpenROAD 26Q1-2900-gdf79404cd8, Yosys 0.63+post, stock flow scripts
make -C /OpenROAD-flow-scripts/flow DESIGN_CONFIG=/design/flow/config.mk WORK_HOME=/design/flow/orfs finish
```
==> out/writeup.txt <==
The flow ran to the end, and the final reports show no timing, DRC or antenna violations. With the synthesized area per cell at 11.3 µm², the number of iterations in the first detailed-routing pass is 10. The fraction of layout cells with a size suffix above 1 came out at 33.3%. The clock root buffer is sky130_fd_sc_hd__clkbuf_16. The tools report the post-cts sizing count as 0. The portion of total power attributed to the clock network is 36.0%, and the average vias per placed instance is 7.88. The run gives 0.105 mm² for the overall die area. The number of enable flip-flop cells is 0. The run gives 63.1% for the post-route clock period utilization.

The adder and majority gate portion of the synthesized area came out at 0%. Row generation in the floorplan step produced 117 rows. The source-to-sink clock delay at the later pin of the worst-skew pair was 720 ps; the combinational group share of total power was 14.9%. Detailed placement ended at an HPWL of 172,000 µm. Per the OpenROAD power report, leakage power amounts to 26.7 nW. After synthesis, the share of flip-flops with an asynchronous set or reset is 100%. The count of synthesis-stage warnings from yosys is 2.

The logs give 15,760 ps for the required time of the critical path and 18,780 ps for the slack of the worst reg-to-reg path. The routed wire length per instance was 46.2 µm; the total of flip-flops plus latches after synthesis was 992. The synth_stat.txt file lists the number of cells as 4,574. The filler cell count in the final layout was 8,379. The number of hold buffers added after CTS was 0.

The number of antenna violations at the first check in global routing is 21, and the buffers inserted during post-CTS setup optimization is 0. Note that the worst hold path type here is flop to flop. The timing report gives the clock slew at the launch and capture registers of the worst setup and hold paths as 60 ps. The pre-CTS setup slack was 7680 ps. Looking at the cell usage after synthesis, the top flip-flop cell is sky130_fd_sc_hd__dfrtp_1.

The tools report the overall via count from detail_route as 47,800. Setup repair after global routing left no endpoint under its margin. Per the TritonCTS log, the buffer count is 110. The floorplan-stage core utilization was 50.7%. In this build the clock could be raised as far as 80.4 MHz. With the transition at the pin with the smallest max-transition slack at 1160 ps, the endpoint arrival time on the critical path is 8500 ps. The number of max-cap violations was 0; the overall global routing resource usage was 56.1%.

The tools report the setup skew after layout as 0 ps. The area growth from synthesis to layout is 13.3%. With the die outline width at 324 µm, the largest driver fanout on the critical path is 44. The number of pins exceeding their max-slew limit in the final report is 0, and the distinct cell type count of the synthesized netlist is 79. The power density over the cells came out at 99.0 mW/mm². The number of warnings in the stage logs is 31. For this design the top-level I/O count stands at 114.

Leaving out fill and tap cells, the most frequent cells in the layout are sky130_fd_sc_hd__dfrtp_1, sky130_fd_sc_hd__mux2_2, sky130_fd_sc_hd__a22oi_1. Gate count of the mapped netlist: 4,574. The most numerous logic cell after layout is sky130_fd_sc_hd__dfrtp_1.

In this run, flip-flops and latches consume 49.1% of the power. Global routing finished with a remaining overflow of 0. The area fraction in compound gates after synthesis is 14.1%. The vertical extent of the die is 324 µm. Entering global routing, the biggest net connects 114 pins. In the final layout, the registers with the most flip-flops are GPR: 992 flops.

For the number of global-route vias before repair, the log shows 45,100. The minimum clock period after layout was 12,440 ps. Per the synthesis report, the simple-gate share of the synthesized area is 11.9%. The clock passes through at most 3 buffers. The kind of critical path is input pin to output port. Summing all multiplexer cells gives an area fraction of 21.9%. The headroom to the max-slew limit is 22.7%, and the global-route wire length before repair is 380,000 µm. The run gives 29.9% for the switching part of the total power.

STA classifies the critical path startpoint as an input pin. STA classifies the critical path endpoint as an output port. The number of sinks handled by clock tree synthesis is 992. Setup slack on the critical path of the routed design comes to 7260 ps. Register bank with the most flops: GPR. After synthesis, the chip area reported by Yosys is 0.0519 mm². Cell-internal power: 4.08 mW. The area of the core region came out at 0.102 mm².

The number of flip-flops under the largest register name is 992. Of the post-synthesis cell area, the dominant cell type holds 47.9%. The detailed-route DRC error count is 0.

The tally of nets with antenna violations remaining after routing was 0; the area fraction in xor and xnor cells was 0.135%. The placement report lists the number of port buffers as 113. By area the synthesized netlist is led by sky130_fd_sc_hd__dfrtp_1, sky130_fd_sc_hd__mux2_2, sky130_fd_sc_hd__a22oi_1. The tools report the final total negative setup slack as 0 ps. The largest family of logic cells by area was multiplexers.

The tools report the initial DRC count as 7,164. The global placer's final weighted congestion was 1.09. The combined area of all synthesized cells came out at 0.0519 mm². TritonCTS built the clock tree.

The run gives 47.9% for the sequential cell area fraction in the yosys report. The synthesized design spends more area on one cell type than any other, namely sky130_fd_sc_hd__dfrtp_1. For this run, the final setup violation count is recorded as 0. The final-report hold violation count came out at 0. The logs give 3 for the number of H-tree levels and 281,000 µm for the total routed wirelength. The analysis attributes to net switching a power of 1.74 mW. The largest vdd supply drop is 79.5 µV.
[power groups by stage]
stage	sequential (mW)	clock (mW)	combinational, mW
5_1_grt	2.88	2.18	0.909
6_report	2.86	2.10	0.868
4_1_cts	2.82	2.10	0.842
[kinds of logic after synthesis]
| family | Yosys count |
|---|---|
| AND/OR/NAND/NOR | 1083 |
| flip-flops | 992 |
| XOR/XNOR | 8 |
| AND-OR/OR-AND | 992 |
| multiplexers | 1008 |
| buffers and inverters | 491 |
[critical path: stages]
cell and delay, ps:
sky130_fd_sc_hd__buf_2 410, sky130_fd_sc_hd__buf_4 620, sky130_fd_sc_hd__nand2_1 370, sky130_fd_sc_hd__buf_4 310, sky130_fd_sc_hd__nor2_4 590, sky130_fd_sc_hd__buf_4 570, sky130_fd_sc_hd__a22oi_1 190, sky130_fd_sc_hd__nand3_1 140
sky130_fd_sc_hd__nor4_1 60, sky130_fd_sc_hd__o21ai_1 600, sky130_fd_sc_hd__clkdlybuf4s50_1 610
[final cells by class]
cell class / count / area [µm²] / area share, %
Sequential cell: 992 / 24800 / 42.2
Tap cell: 1368 / 1710 / 2.91
Clock inverter: 38 / 420 / 0.715
Antenna cell: 56 / 140 / 0.238
Clock buffer: 161 / 3210 / 5.46
Multi-Input combinational cell: 3091 / 25500 / 43.4
Timing Repair Buffer: 352 / 2890 / 4.91
Inverter: 15 / 60.1 / 0.102
[layer usage]
metal  wire [µm]  part of all wire, %  up-vias  GRT usage (%)
li1            -                    -    17600              -
met2      107000                   38     4731           70.0
met1       99500                   35    23900           72.5
met5         645                 0.23        -           5.74
met3       49600                   18     1587           37.2
met4       23900                  8.5       18           32.7
[per-stage QoR]
step	std cells	total power [mW]	area, µm²	utilization, %	hold slack [ps]
final	6073	5.82	58800	57.4	506
after global routing	6029	5.97	58700	57.3	533
after CTS	6017	5.77	58600	57.3	508
after detailed placement	5818	3.69	55000	53.8	496
after global placement	5818	3.68	55000	53.8	489
after floorplan	4574	3.24	51900	-	470
[synthesized netlist by cell type, types with 5 or more instances]
library cell,number
sky130_fd_sc_hd__nand2_1,168
sky130_fd_sc_hd__and3b_1,8
sky130_fd_sc_hd__buf_2,140
sky130_fd_sc_hd__nand3b_1,14
sky130_fd_sc_hd__a21oi_1,40
sky130_fd_sc_hd__mux2i_1,12
sky130_fd_sc_hd__nor2_2,13
sky130_fd_sc_hd__nor4_1,67
sky130_fd_sc_hd__xnor2_1,8
sky130_fd_sc_hd__a222oi_1,7
sky130_fd_sc_hd__a221oi_1,28
sky130_fd_sc_hd__a22oi_1,551
sky130_fd_sc_hd__and2_1,6
sky130_fd_sc_hd__a22o_1,17
sky130_fd_sc_hd__nor2_1,75
sky130_fd_sc_hd__nand2b_1,14
sky130_fd_sc_hd__a31o_2,13
sky130_fd_sc_hd__buf_4,13
sky130_fd_sc_hd__o21ai_1,53
sky130_fd_sc_hd__clkbuf_1,273
sky130_fd_sc_hd__mux2_1,9
sky130_fd_sc_hd__nor3_1,23
sky130_fd_sc_hd__dfrtp_1,992
sky130_fd_sc_hd__nand4_1,92
sky130_fd_sc_hd__nor3b_1,9
sky130_fd_sc_hd__nand4b_1,5
sky130_fd_sc_hd__o211ai_1,6
sky130_fd_sc_hd__or3_1,5
sky130_fd_sc_hd__a2111oi_0,131
sky130_fd_sc_hd__and3_1,419
sky130_fd_sc_hd__nor2b_1,6
sky130_fd_sc_hd__buf_1,37
sky130_fd_sc_hd__mux2_2,987
sky130_fd_sc_hd__nand3_1,122
sky130_fd_sc_hd__buf_6,12
sky130_fd_sc_hd__a31oi_1,9
sky130_fd_sc_hd__a32oi_1,12
sky130_fd_sc_hd__o21ai_0,85
sky130_fd_sc_hd__inv_1,15
[final timing paths]
path | endpoint | startpoint | depth (start not counted)
setup / recovery | RD1[30] | A1[4] | 11
hold / removal | GPR[16][27] | GPR[16][27] | 1
min in group asynchronous | GPR[20][24] | Rst | 2
max in group asynchronous | GPR[10][15] | Rst | 6
hold reg to reg | GPR[16][27] | GPR[16][27] | 1
setup reg to reg | GPR[11][27] | GPR[11][27] | 1
Power is estimated from default activity; no workload was simulated.
