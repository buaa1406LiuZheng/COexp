## /design/flow/constraint.sdc

```tcl
current_design MULandDIV

set clk_period 6.4
set clk_io_pct 0.2

create_clock -name clk0 -period $clk_period [get_ports {clk}]

set non_clock_inputs [all_inputs -no_clocks]
set_input_delay [expr $clk_period * $clk_io_pct] -clock clk0 $non_clock_inputs
set_output_delay [expr $clk_period * $clk_io_pct] -clock clk0 [all_outputs]
```

## /design/flow/config.mk

```make
export PLATFORM = sky130hd
export DESIGN_NAME = MULandDIV
export DESIGN_NICKNAME = MULandDIV
export VERILOG_FILES = /design/flow/design.v
export SDC_FILE = /design/flow/constraint.sdc
export NUM_CORES = 4
export LEC_CHECK = 1
export CORE_UTILIZATION = 30
```

## /design/flow/design.v

```verilog
`timescale 1ns / 1ps
module MULandDIV( 
			Busy,
			HI,
			LO,
			clk,
			rst,
			D1,
			D2,
			HiLo,
			Op,
			Start,
			We);
	input clk,rst;
	input [31:0] D1,D2;
	input HiLo;
	input [1:0] Op;
	input Start;
	input We;
	output reg Busy;
	output reg [31:0] HI,LO;
	reg [31:0] SrcA,SrcB;
	reg [5:0] count;
	reg [1:0] OpReg;
	wire [63:0] SignedMulTemp,UnsignedMulTemp;
	wire [31:0] SignedDivTempQ,SignedDivTempR;
	wire [31:0] UnsignedDivTempQ,UnsignedDivTempR;
	always@(posedge clk)
		begin
			if(rst)
				begin 
					HI<=32'b0;
					LO<=32'b0;
					Busy<=1'b0;
					count<=4'b0;
					SrcA<=0;
					SrcB<=0;
				end
			else if(We)
				begin
					if(HiLo)
						HI<=D1;
					else
						LO<=D1;
				end
			else if(Start==1'b1 && Busy==1'b0)
				begin
					SrcA<=D1;
					SrcB<=D2;				
					Busy<=1'b1;
					OpReg<=Op;
				end
			else if(Busy==1'b1)
				begin
					if(OpReg==2'b00)
						begin
							if(count==6'd10)
								begin
									{HI,LO}<=UnsignedMulTemp;						
									count<=4'b0;
									Busy<=1'b0;
								end
							else 
								count<=count+1;
						end
					else if(OpReg==2'b01)
						begin
							if(count==6'd10)
								begin
									{HI,LO}<=SignedMulTemp;						
									count<=4'b0;
									Busy<=1'b0;
								end
							else 
								count<=count+1;
						end						
					else if(OpReg==2'b10)
						begin
							if(count==6'd40)
								begin
									if(SrcB!=32'b0)
										begin
											HI<=UnsignedDivTempR;
											LO<=UnsignedDivTempQ;
										end									
									count<=4'b0;
									Busy<=1'b0;
								end
							else 
								count<=count+1;
						end
					else if(OpReg==2'b11)
						begin
							if(count==6'd40)
								begin
									if(SrcB!=32'b0)
										begin
											HI<=SignedDivTempR;
											LO<=SignedDivTempQ;
										end								
									count<=4'b0;
									Busy<=1'b0;
								end
							else 
								count<=count+1;
						end	
				end
		end
endmodule
```

## /design/flow/run.sh

```bash
#!/bin/bash
# OpenROAD 26Q1-2900-gdf79404cd8, Yosys 0.63+post, stock flow scripts
make -C /OpenROAD-flow-scripts/flow DESIGN_CONFIG=/design/flow/config.mk WORK_HOME=/design/flow/orfs finish
```

==> run summary <==
crit-path max cell delay - 500 ps
CP delay by family, top - buffers and inverters
cell count in the Yosys report - 457
Power Density - 240 nW/um^2
Routed Wire Length - 9.74 mm
Clk Tree Root Cell - clkbuf_16
die y size - 124 um
CORE AREA - 14500 um^2
worst vdd ir - 130 uV
Pre-antenna DRT Iters - 4
clock network power share - 41.9%
WP data required - 6670 ps
max_slew headroom - 49.3%
Die W - 124 um
Setup CP Type - input port to register
logic gate share of total power - 11.5%
HPWL Detailed - 6.61 mm
Yosys cell types - 33
hold crit path type - register to register
worst path buffer plus inverter count - 2
antenna violations before repair - 0
post-synthesis sequential area ratio - 47.7%
Syn Area/Cell - 9.74 um^2
max_cap viols - 0
# hold bufs at CTS - 0
CTS sink count - 105
Top Ports - 136
Final period util - 43.3%
internal power - 1180 uW
setup tns final - 0 ps
post_cts resized - 0
fin. max-slew vios - 0
clk latency of the worst-skew pair - 340 ps
slowest CP cell - clkdlybuf4s50_1
Inserted Diodes - 0
minimum clock period - 2770 ps
average wire per standard cell - 12.7 um
sequential share of power - 46.7%
Initial DRC Count - 130
Ys Warns - 257
clock-pin slew on the worst setup and hold paths - 70 ps
first-pass GRT wire length - 15.2 mm
Worst EP arrival - 3040 ps
worst-case clock skew - 6.89 ps
GRT Resource Usage Total - 12.7%
remaining global-route overflow - 0
share of layout cells above drive strength 1 - 4.79%
chip area - 15300 um^2
synth-to-layout area growth - 39.9%
most numerous logic cells after layout - clkdlybuf4s50_1, dfxtp_1, nand2b_1
Top cell excl fill/tap - clkdlybuf4s50_1
H-tree depth - 3
cells along the critical path - clkdlybuf4s50_1 -> a21oi_1 -> a22o_2 -> buf_4 -> mux2i_1
timing-limited maximum frequency - 361 MHz
Switching Fraction - 21.0%
CTS Buf Count - 9
DRC errors left - 0
Clock Path Buffers - 2
Log Warnings - 31
RSZ-0062 raised after global routing - false
CP endpoint kind - register
Yosys chip area - 4450 um^2
Synth Instances - 457
Setup Fix Bufs, Post-CTS - 0
crit path launch type - input port
Mapped Area - 4450 um^2
num rows - 44
Psw - 315 uW
Leak - 0.00239 uW
setup violators final - 0
final hold viol count - 0
starting density of the core - 30.6%
Final Util - 42.9%
routability cong. - 0.834
CTS tree - yes
via-per-instance ratio - 4.37
PortBufs - 135
Worst Path Max Fanout - 32
Post-DRT Antenna Nets - 0
status - finished, final reports clean
via count - 3357
Worst Tran Pin Value - 761 ps
largest net degree at the start of global routing - 74
vias in the first global route - 3170
#FFs+latches synth - 105
## final timing paths
check	start	end	slack [ps]	depth (start not counted)
worst max-delay path	We	HI[12]	3630	5
worst min-delay path	SrcB[0]	SrcB[0]	460	2
worst max register to register	OpReg[1]	HI[12]	4010	8
worst min register to register	SrcB[0]	SrcB[0]	460	2
## metrics by stage
stage / setup WS, ps / instance area (um^2) / power [uW] / instances / hold WS, ps
2_1_floorplan: 3970 / 4450 / 793 / 457 / 434
3_3_place_gp: 3320 / 5880 / 885 / 752 / 443
3_5_place_dp: 3260 / 5880 / 888 / 752 / 451
4_1_cts: 3630 / 6230 / 1520 / 768 / 460
5_1_grt: 3540 / 6230 / 1560 / 768 / 473
6_report: 3630 / 6230 / 1500 / 768 / 456
## per-layer routing
| layer | wire length (um) | global-route usage [%] | share of wire [%] |
|---|---|---|---|
| met5 | 0 | 0 | 0 |
| met4 | 159 | 2.18 | 1.6 |
| met2 | 4280 | 20.1 | 44 |
| met1 | 4620 | 18.6 | 47 |
| met3 | 679 | 2.52 | 7.0 |
## power by group through the flow
| stage | Sequential (uW) | Combinational (uW) | Clock [uW] |
|---|---|---|---|
| CTS | 699 | 175 | 649 |
| global route | 702 | 189 | 673 |
| finish | 698 | 172 | 627 |
## cell families (layout without fill, tap and decap cells)
family / count (synthesis) / count (layout) / share of synthesized area, %
XOR/XNOR: 5 / 5 / 0.984
multiplexers: 66 / 66 / 14.8
flip-flops: 105 / 105 / 47.7
buffers and inverters: 35 / 162 / 4.64
AND-OR/OR-AND: 44 / 44 / 6.38
adder cells (fa/ha/maj): 8 / 8 / 2.25
AND/OR/NAND/NOR: 194 / 194 / 23.3
## worst min-delay path, cell delays in order, from the launching register on
cell and delay (ps):
dfxtp_1 310, nand2_1 50, a21oi_1 50
## flip-flops by register name (all words and copies together) (netlist names)
register  count
count         6
SrcB         32
Busy          1
HI           32
LO           32
OpReg         2
## Yosys cell counts
library cell	instances	area, um^2
a21oi_1	34	170
a221oi_1	1	8.76
a22o_1	1	8.76
a22oi_4	1	21.3
a31o_4	1	17.5
a31oi_1	1	6.26
and2_1	1	6.26
and3_1	3	18.8
buf_1	1	3.75
buf_12	3	60.1
buf_4	3	22.5
buf_6	2	22.5
clkbuf_1	20	75.1
dfxtp_1	103	2060
edfxtp_1	2	60.1
ha_1	8	100
inv_1	6	22.5
mux2i_1	66	661
nand2_1	69	259
nand2b_1	97	607
nand3_2	1	10.0
nand4_1	4	25.0
nor2_1	9	33.8
nor3b_4	1	18.8
nor4_1	8	50.1
o21ai_1	1	5.00
o21bai_1	1	7.51
o221ai_2	1	15.0
o31ai_1	1	7.51
o32ai_2	1	16.3
or4_1	1	7.51
xnor2_1	2	17.5
xor2_1	3	26.3
## area by class of cell
class                      count  area, um^2
inverter                       6        22.5
fill                        1359        8300
clock buffer                  11         243
multi-input combinational    317        2130
tap                          184         230
timing repair buffer         140        1380
clock inverter                 5         103
sequential                   105        2120
Power and IR drop assume default switching activity.
