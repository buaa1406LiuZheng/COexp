**flow/constraint.sdc**
```tcl
current_design ALU

set clk_period 14.3
set clk_io_pct 0.2

create_clock -name clk0 -period $clk_period

set non_clock_inputs [all_inputs -no_clocks]
set_input_delay [expr $clk_period * $clk_io_pct] -clock clk0 $non_clock_inputs
set_output_delay [expr $clk_period * $clk_io_pct] -clock clk0 [all_outputs]
```
**flow/design.v**
```verilog
`timescale 1ns / 1ps
module ALU(
    input [31:0] A,
    input [31:0] B,
    input [3:0] Op,
    output [31:0] C
    );
	wire [4:0] shamt;
	wire [31:0] ShiftTemp;
	assign shamt=A[4:0];
	assign ShiftTemp=$signed(B)>>>shamt;
	assign C=(Op==4'b0000)?(A+B):
				  (Op==4'b0001)?(A-B):
				  (Op==4'b0010)?(A&B):
				  (Op==4'b0011)?(A|B):
				  (Op==4'b0100)?(A^B):
				  (Op==4'b0101)?(~(A|B)):
				  (Op==4'b1000)?(B<<shamt):
				  (Op==4'b1001)?(B>>shamt):
				  (Op==4'b1010)?(ShiftTemp):
				  (Op==4'b1100)?($signed(A)<$signed(B)):
				  (Op==4'b1101)?(A<B):
				  32'hffff_ffff;
endmodule
```
**flow/config.mk**
```make
export PLATFORM = sky130hd
export DESIGN_NAME = ALU
export DESIGN_NICKNAME = ALU
export VERILOG_FILES = /design/flow/design.v
export SDC_FILE = /design/flow/constraint.sdc
export NUM_CORES = 4
export LEC_CHECK = 1
export CORE_UTILIZATION = 50
```
**flow/run.sh**
```bash
#!/bin/bash
# OpenROAD 26Q1-2900-gdf79404cd8, Yosys 0.63+post, stock flow scripts
make -C /OpenROAD-flow-scripts/flow DESIGN_CONFIG=/design/flow/config.mk WORK_HOME=/design/flow/orfs finish
```
==> run notes <==
impl run done, here's what came out: critical path, cell by cell buf_2 > buf_4 > inv_2 > buf_4 > ha_1 > nor2_1 > o311a_1 > nor4b_2 > o21ai_1 > o21bai_1 > o21ai_1 > a221oi_1 > nand2_1 > a221oi_1 > clkdlybuf4s50_1, Worst Hold Path Cells 7, Chip Width about 140 um, Worst Hold Endpoint C[2], I/O Buffers 100, Crit Path Class input pin to primary output, Syn Std Cell Area roughly 0.0094 mm2, PwrDens roughly 41 mW/mm2, Area Overhead vs Synth 10.6%, grt ovf 0, Worst Path Arrival about 7.4 ns, WL/cell 26.0 um, critical-path cell with the highest stage delay nor4b_2, Worst-Margin Slew just under 0.9 ns, cts repair resizes 0, most frequent cells in the layout nor2_1 (160), o21ai_0 (125), a21oi_1 (120), Post-CTS Hold Fix Bufs 0, Hold Crit Class input pin to primary output, Core ar. roughly 0.018 mm2, Rel. slew slack approximately 39%, chip area approximately 0.019 mm2, fmax 97.6 MHz, Max Slew Vio Count 0, cycle use final 71.7%, vias per cell between 7 and 8, die height roughly 140 um, CP bufs+invs 5, register area 0 um2, Starting Density between 50 and 60%, Worst Setup End Kind primary output, vias in the first global route about 10000, Critical Path RT between 10 and 15 ns, hold path startpoint A[3], RD Place Congestion between 1 and 1.5, delay of the slowest critical-path stage 0.58 ns, Post-synth seq share 0%, routed wire length between 40 and 50 mm, crit-path leading delay family AND-OR/OR-AND gates, Cells after Synth 1340, share of cells above drive strength 1 roughly 8.6%, Final HPWL DP around 32 mm, Ys Warns 0, yosys stat area roughly 0.0094 mm2, I/O pin cnt around 100, Yosys cell types approximately 85, RSZ-0062 raised after global routing no, placed instance area 0.0104 mm2, worst-path fanout max roughly 52, Max IR drop VDD approximately 22 uV, Power Total 429 uW, Total Neg Setup Slack 0 ns, DR DRC count 0, Commonest Layout Cell nor2_1, Leak Pwr between 0.004 and 0.005 uW, Iter 0 DRT Violations ~1400, tool warnings 97, pre-CTS WS 4.25 ns, post-CTS setup buffers 0, Final Hold Fails 0, Tmin final between 10 and 15 ns, max cap viols 0, Tot GR Track Use between 40 and 50%, Yosys Instances 1340, number of diodes 0, DR pass1 iterations 17, largest net degree at the start of global routing about 80, seq_cells 0, area of the multi-input gates ~0.0085 mm2, Core Rows 49, global-route wire length before repair 62.6 mm, endpoints failing setup 0, ANT nets after route 0, startpoint types input pin, Mapped Avg Cell Area ~7.0 um2, initial antenna violation count 0, Filler Cell Count about 1800, fin area ~0.010 mm2, final setup margin 4.05 ns, vias post-DR 11339, status complete, no violations, Clock buffer cells 0
[synthesized netlist by cell type, types with 6 or more instances]
master	instances	area share, %
nor2_1	160	6.4
o21ai_0	125	6.7
a21oi_1	120	6.4
inv_1	103	4.1
nand2_1	101	4.0
ha_1	96	13
clkbuf_1	67	2.7
mux4_2	39	9.4
nor3_1	29	1.5
o22ai_1	28	1.9
o211ai_1	27	2.2
mux2i_1	25	2.7
a211oi_1	24	1.9
mux4_1	23	6.4
nand3_1	21	1.1
a221oi_1	20	1.9
a31oi_1	18	1.2
buf_2	15	0.80
a21o_1	14	1.1
o21bai_1	13	1.0
o221ai_1	13	1.2
nand2b_1	12	0.80
nand4_1	11	0.73
nor2b_1	11	0.73
mux2_2	10	1.2
or3_1	10	0.67
buf_1	9	0.36
a211o_1	8	0.75
a21boi_0	8	0.64
and3_1	8	0.53
buf_4	8	0.64
nor4_1	8	0.53
o21a_1	8	0.64
o21ai_1	8	0.43
o221a_2	8	0.96
a221o_1	7	0.75
nand3b_1	7	0.56
o31ai_1	7	0.56
xnor2_1	7	0.65
o311a_1	6	0.64
[layout make-up]
type	instances	share of cell area [%]
Multi-Input combinational cell	1129	81.6
Inverter	105	3.79
Timing Repair Buffer	133	11.8
Tap cell	229	2.76
[power breakdown]
| group | leakage (uW) | internal [uW] | switching (uW) | total, uW |
|---|---|---|---|---|
| combinational | 0.00429 | 177 | 253 | 429 |
| sequential | 0 | 0 | 0 | 0 |
| clock | 0 | 0 | 0 | 0 |
[per-stage QoR]
stage / hold slack (ns) / utilization, % / cells
after floorplan: 5.95 / - / 1340
after global placement: 6.80 / 57.0 / 1596
after detailed placement: 6.78 / 57.0 / 1596
after CTS: 6.79 / 57.0 / 1596
after global routing: 6.87 / 57.0 / 1596
final: 6.80 / 57.0 / 1596
[per-layer routing]
layer / share of wire [%] / GRT usage, %
met4: 5.0 / 17.8
met3: 13 / 11.9
met1: 40 / 62.5
met2: 42 / 62.6
met5: 0 / 0.752
[logic make-up (layout without fill, tap and decap cells)]
group	Yosys count	after routing	share of synthesized area [%]
AND/OR/NAND/NOR	404	404	20.0
AND-OR/OR-AND	520	520	36.4
adder cells (fa/ha/maj)	98	98	13.2
buffers and inverters	211	238	9.74
multiplexers	98	98	19.8
XOR/XNOR	9	9	0.840
[worst max path at each step]
stage / from / to / cells after the start
finish: A[2] / C[22] / 15
global route: A[2] / C[22] / 15
CTS: A[2] / C[22] / 15
Power figures rest on the tool's default switching activity, not on a simulated workload.
